### run.sh
#!/bin/bash
# OpenROAD 26Q1-2900-gdf79404cd8, Yosys 0.63+post, stock flow scripts
make -C /OpenROAD-flow-scripts/flow DESIGN_CONFIG=/design/flow/config.mk WORK_HOME=/design/flow/orfs finish
### config.mk
export PLATFORM = sky130hd
export DESIGN_NAME = generic_ram
export DESIGN_NICKNAME = generic_ram
export VERILOG_FILES = /design/flow/design.v
export SDC_FILE = /design/flow/constraint.sdc
export NUM_CORES = 4
export LEC_CHECK = 1
export CORE_UTILIZATION = 50
export SYNTH_MEMORY_MAX_BITS = 65536
### constraint.sdc
current_design generic_ram

set clk_period 2811.5
set clk_io_pct 0.2

create_clock -name clk0 -period $clk_period [get_ports {clock}]

set non_clock_inputs [all_inputs -no_clocks]
set_input_delay [expr $clk_period * $clk_io_pct] -clock clk0 $non_clock_inputs
set_output_delay [expr $clk_period * $clk_io_pct] -clock clk0 [all_outputs]
### design.v
module generic_ram(clock, reset, address, wren, write_data, read_data);
parameter integer WIDTH = 8;
parameter integer WORDS = 2048;
localparam ADDR_BITS = $clog2(WORDS-1);
input clock;
input reset;
input [ADDR_BITS-1:0] address;
input wren;
input [WIDTH-1:0] write_data;
output reg [WIDTH-1:0] read_data;
reg [WIDTH-1:0] mem[0:WORDS-1];
reg [ADDR_BITS-1:0] a_prereg;
reg [WIDTH-1:0] d_prereg;
reg wren_prereg;
always @(posedge clock) begin
  if (reset == 1'b1) begin
    wren_prereg <= 0;
    a_prereg <= 0;
    d_prereg <= 0;
  end else begin
    wren_prereg <= wren;
    a_prereg <= address;
    d_prereg <= write_data;
  end
  read_data <= mem[a_prereg];
  if (wren_prereg) mem[a_prereg] <= d_prereg;
end
endmodule
==> Slide: Implementation Results <==
Flow Results at a Glance

Timing
  • Worst Tran Pin Value: 1.26 ns
  • Final Hold Vio Count: 0
  • Clock skew: 0.0880 ns
  • Post-layout min period: 564.44 ns
  • Max_slew headroom: 15.8%
  • Final setup TNS: 0 ns
  • Cycle use final: 20.1%
  • Setup Viol. Count Final: 0
  • Hold_ws: 0.657 ns
  • Unrepaired setup endpoints after global routing: false
  • Slew Limit Fails: 0
  • Peak Freq: 1.77 MHz
  • Final worst slack: 2247.06 ns

Worst hold path
  • Hold crit path type: reg -> reg

Global route
  • GRT overflow: 0
  • Vias in the first global route: 339000
  • First-pass GRT wire length: 2470 mm
  • Largest net degree at the start of global routing: 132
  • GRT Util Overall: 31.0%
  • Initial antenna violation count: 127

Critical path
  • Worst setup EP type: output port
  • Max stage delay cell, worst path: clkdlybuf4s50_1
  • Startpoint types: flop
  • CP required: 2249.20 ns
  • CP peak stage delay: 0.49 ns
  • Number of buffers and inverters on the critical path: 1
  • Crit-path cells: clkdlybuf4s50_1
  • R2r setup slk: 2799.39 ns
  • Delay-heaviest family, CP: buffers and inverters
  • CP max FO: 1
  • Setup Crit Path Kind: reg -> out
  • WP data arrival: 2.14 ns

Power and ir drop
  • Sequential power share: 53.4%
  • Psw: 0.000105 W
  • Leakage Power: 207 nW
  • Power Dens Cells: 0.716 nW/um^2
  • Final Power: 0.000505 W
  • Power share of the combinational group: 4.3%
  • Clock Power Share: 42.3%
  • Peak supply drop: 0.000000623 V
  • Sw Ratio: 20.9%
  • Internal Power: 0.000399 W

Floorplan
  • I/O pin cnt: 30
  • Chip area: 1260000 sq um
  • FP Util: 50.1%
  • Die width: 1.12 mm
  • Chip height: 1.12 mm
  • Core box area: 1260000 sq um
  • Row count: 412

Placement
  • Dpl hpwl: 1090 mm
  • I/O Buffers: 29
  • Placement Setup Slack: 2248.02 ns
  • Final Wtd Congestion: 0.921

Yosys
  • Synthesis Warnings: 1
  • Mapped Area: 630000 sq um
  • Comb area leader: multiplexers
  • Synth cell types: 34
  • Post-Synth Simple-Gate Area: 2.58%
  • Syn_area_per_cell: 18.0 sq um
  • Top area contributor share: 78.1%
  • Yosys xor share: 0%
  • Fa+ha+maj area frac: 0%
  • Seq/Total Area, Yosys: 78.2%
  • Yosys Chip Area: 630000 sq um
  • Post-synth mux share: 13.0%
  • Largest cells by area: edfxtp_1, mux2i_1, o22ai_1
  • Area fraction in compound gates: 4.51%
  • Cell total in the yosys stat output: 35000
  • Ys flops: 16400
  • Synth area leader: edfxtp_1
  • Post-Synthesis Cells: 35000

Clock tree
  • CTS root buf: clkbuf_16
  • # resized after CTS: 0
  • Setup repair bufs after CTS: 0
  • CTS tree: done
  • Clock sink count: 16400
  • Hold Buf Count CTS: 0
  • Clk latency late pin: 1.37 ns
  • Clk buf depth: 6
  • Clock-pin slew on the worst setup and hold paths: 0.06 ns
  • CTS H-tree lvls: 7
  • CTS buffer count: 1721

Run status
  • Status: completed

Run
  • Log Warnings: 81
  • Max_cap viols: 0

Routing
  • Uppermost layer routed: met5
  • Vias: 327000
  • Routed vias/inst: 6.03
  • Met2 wire len: 805 mm
  • Remaining antenna violation count: 0
  • Routed met3 length: 311 mm
  • Final WL: 1760 mm
  • Router iterations before antenna repair: 6
  • Metal-1 WL: 554 mm
  • Routed WL per cell: 32.4 um
  • Post-route DRC: 0
  • Initial DRC count: 20600

Final layout
  • Synth-to-Final Area Change: 11.9%
  • Share of post-route cells with drive strength above 1: 10.0%
## power groups by stage
stage / sequential, W / combinational [W] / clock (W)
CTS: 0.000269 / 0.0000216 / 0.000216
global route: 0.000269 / 0.0000229 / 0.000226
finish: 0.000269 / 0.0000216 / 0.000214
## cells in the mapped netlist
master     number
edfxtp_1    16400
mux2i_1      8192
or4b_2          2
buf_4          90
nand3_1         5
buf_6          31
nor3_1         11
nand2b_1        2
nand2_1       188
and2_1          5
nand4_1        10
nor2_1       2046
or2_2           1
and3_1          5
or3b_2          2
nand4b_1        4
buf_1          67
buf_2        1326
a21oi_1       512
or3_1           1
a22oi_1        32
or4b_1          2
clkbuf_1      783
nand4bb_1       5
nor4_1       1152
o22ai_1      4096
dfxtp_1        28
and3b_1         5
nand4_2         1
nor3b_1         8
nand3b_1        2
nor2b_1        22
or4_1           1
or4bb_1         1
## routing by layer
layer	vias up	GRT usage [%]
met4	189	11.4
met5	-	1.40
met3	3354	23.5
met2	17100	43.4
met1	163000	38.5
li1	143000	-
## per-stage QoR
| step | cell area [sq um] | instances | utilization (%) |
|---|---|---|---|
| finish | 705000 | 54100 | 56.1 |
| detailed placement | 652000 | 50900 | 51.9 |
| CTS | 705000 | 53900 | 56.1 |
| global placement | 652000 | 50900 | 51.9 |
| floorplan | 630000 | 35000 | - |
| global route | 705000 | 54000 | 56.1 |
## state kept, by name (all words and copies together), names as in the netlist
name         count
d_prereg         8
wren_prereg      1
read_data        8
mem          16384
a_prereg        11
## cells by family after synthesis
group	count (synthesis)
DFF	16400
muxes	8192
AOI/OAI and AO/OA	4640
and+or+nand+nor	3481
buffers and inverters	2297
## worst reg2reg max path, delay by kind of cell (launching register included)
kind	cells	cell delay, ns
AND-OR/OR-AND	3	0.77
buffers and inverters	12	8.06
flip-flops	1	0.86
multiplexers	1	0.28
AND/OR/NAND/NOR	4	1.73
## final timing paths
kind	from	endpoint	cells past startpoint
worst min register to register	d_prereg[3]$_SDFF_PP0_	mem[1387][3]$_DFFE_PP_	0
worst max-delay path	read_data[5]$_DFF_P_	read_data[5]	1
worst max register to register	a_prereg[1]$_SDFF_PP0_	read_data[6]$_DFF_P_	20
worst min-delay path	d_prereg[3]$_SDFF_PP0_	mem[1387][3]$_DFFE_PP_	0
## cells in the final DEF (no fill, tap or decap), drive strengths merged, types with 11 or more instances in the layout
cell,count
inv,16
clkinvlp,34
mux2i,8192
clkdlybuf4s50,29
nand2,188
bufinv,120
nor2,2046
o22ai,4096
nor3,11
a21oi,512
clkinv,745
nand4,11
edfxtp,16400
dfxtp,28
nor4,1152
clkbuf,2127
diode,214
buf,1362
a22oi,32
nor2b,22
## final cells by class
| cell class | instances | area, sq um |
|---|---|---|
| Multi-Input combinational cell | 16300 | 127000 |
| Clock buffer | 2127 | 45100 |
| Fill cell | 92200 | 552000 |
| Timing Repair Buffer | 1391 | 11300 |
| Sequential cell | 16400 | 493000 |
| Tap cell | 16800 | 21000 |
| Antenna cell | 214 | 536 |
| Clock inverter | 915 | 7410 |
Power and IR drop assume default switching activity.
